==> /design/flow/run.sh <==
#!/bin/bash
# OpenROAD 26Q1-2900-gdf79404cd8, Yosys 0.63+post, stock flow scripts
make -C /OpenROAD-flow-scripts/flow DESIGN_CONFIG=/design/flow/config.mk WORK_HOME=/design/flow/orfs finish
==> /design/flow/config.mk <==
export PLATFORM = sky130hd
export DESIGN_NAME = clz
export DESIGN_NICKNAME = clz
export VERILOG_FILES = /design/flow/design.v
export SDC_FILE = /design/flow/constraint.sdc
export NUM_CORES = 4
export LEC_CHECK = 1
export CORE_AREA = 10 10 78 78
export DIE_AREA = 0 0 88 88
==> /design/flow/constraint.sdc <==
current_design clz

set clk_period 8.0
set clk_io_pct 0.2

create_clock -name clk0 -period $clk_period

set non_clock_inputs [all_inputs -no_clocks]
set_input_delay [expr $clk_period * $clk_io_pct] -clock clk0 $non_clock_inputs
set_output_delay [expr $clk_period * $clk_io_pct] -clock clk0 [all_outputs]
==> /design/flow/design.v <==
`timescale 1ns / 1ps
module clz(
    input [31:0] A,
    output reg [31:0] clzout
    );
	integer i = 0;
	integer flag = 0;
	always @ *
	begin
		flag = 0;
		for(i = 31;i >= 0; i = i - 1)
		begin
			if(A[i] == 1 && flag == 0)
				begin
					clzout = 31 - i;
					flag = 1;
				end
		end
		if(flag == 0)
			begin
				clzout = 32;
			end
	end
endmodule
==> impl_metrics.yaml <==
# yosys + openroad results
global_route:
  first_global_vias: 823
  grt_first_pass_wirelength_mm: 3.72
  globalRoute.totalOverflow: 0
  maximum_number_of_pins_on_one_net_before_global_route_repair: 6
  overall_routing_resource_usage: 0.0573
  number_of_antenna_violations_at_the_first_check_in_global_routing: 0
floorplanning:
  die_w_um: 88
  die_h_um: 88
  core-area_um2: 4410
  initCoreUtil: 0.145
  chipArea_um2: 7740
  pin_count: 64
  std_cell_rows: 24
detailed_routing:
  antenna_violating_nets_post_route: 0
  drt_iter0_markers: 30
  vias: 727
  antenna-diode-count: 0
  wl_mm: 2.38
  detail_route.vias_per_cell: 3.83
  first_pass_iters: 4
  avgRoutedWirePerCell_um: 12.5
  remaining_drc_errors: 0
logic_synthesis:
  postSynthSeqShare: 0
  synth_warnings: 1
  synth.yosys.chip_area_um2: 639
  netlist-cell-type-count: 31
  postSynthCellCount: 101
  yosys-stat-cells: 101
  netlist_area_before_placement_um2: 639
  avg_cell_area_syn_um2: 6.33
cells_and_area:
  flops: 0
  finish.instance_area_um2: 983
  share_of_final_layout_standard_cells_stronger_than_drive_strength_1: 0.0580
  flop_area_um2: 0
  area_growth_syn_to_layout_pct: 53.8
  most-common-layout-cells: "sky130_fd_sc_hd__clkdlybuf4s50_1, sky130_fd_sc_hd__conb_1, sky130_fd_sc_hd__nor2_1"
  lay_top_count: "sky130_fd_sc_hd__clkdlybuf4s50_1"
  final.clkbuf_count: 0
cts:
  cts.repair_timing.setup_buffer_count: 0
  cts-hold-fix-buffers: 0
  resized_after_cts: 0
placement:
  dpl_worst_slack_ps: 2340
  postPlaceCellArea_um2: 983
  placement.io_buffers: 38
  detailed_place_hpwl_mm: 2.22
  gpl.final_weighted_congestion: 0.859
setup_path:
  critical_path_class: "primary input to output port"
  cp_data_required_time_ps: 6400
  arrival_ps: 4040
  startpoint_type: "primary input"
  critPathCaptureType: "output port"
  crit_path_max_fanout: 4
sta:
  setup-tns-final_ps: 0
  timing.final.setup_violations: 0
  grt_setup_unrepaired: "no"
  slew_viol_final: 0
  max_clock_freq_mhz: 177
  layout_worst_path_cycle_share: 0.705
  finalWorstSetupSlack_ps: 2360
  final_critical_path_required_period_ps: 5640
  finalHoldViolations: 0
run_status:
  run_status: "completed"
power:
  leakage_power_of_the_design_nw: 0.384
  p_per_area_nw_per_um2: 33.1
  ir_drop_mv: 0.0133
  p_total_uw: 32.6
flow_run:
  warnings: 32
  maxCapViolCount: 0
min_path:
  hold_path_class: "primary input to output port"
==> synth_stat cells, drive strengths merged <==
cell | number | area [µm²]
nand4 | 1 | 6.26
or2 | 1 | 6.26
nor2b | 3 | 18.8
o32ai | 1 | 8.76
nand2 | 3 | 11.3
o21a | 1 | 7.51
nor3b | 1 | 12.5
o22a | 1 | 10.0
o41ai | 1 | 8.76
o21ai | 2 | 10.0
o31ai | 3 | 22.5
nand2b | 1 | 6.26
a211oi | 1 | 7.51
nand3 | 5 | 30.0
or3 | 1 | 7.51
o32a | 1 | 10.0
or4 | 1 | 11.3
o31a | 1 | 10.0
a2111oi | 1 | 8.76
o2111ai | 1 | 8.76
o21bai | 2 | 15.0
inv | 11 | 41.3
buf | 26 | 195
conb | 1 | 3.75
nor3 | 7 | 35.0
nor2 | 12 | 45.0
a21oi | 7 | 35.0
nor4 | 4 | 46.3
==> routing by layer <==
layer / part of all wire / up-vias / GRT usage
li1: - / 383 / -
met1: 0.44 / 300 / 0.0707
met2: 0.46 / 44 / 0.102
met3: 0.11 / 0 / 0.0168
met4: 0 / 0 / 0
met5: 0 / - / 0
==> where the power goes <==
group          leakage (nW)  internal, mW  total, mW  switching (mW)
logic                 0.384        0.0198     0.0326          0.0128
clock network             0             0          0               0
registers                 0             0          0               0
==> area by class of cell <==
class,count,area (µm²)
fillers,500,3430
inverters,11,41.3
multi-input cells,89,497
well taps,52,65.1
repair buffers,38,380
==> logic make-up after synthesis <==
family	synth area share
buf+inv	0.370
simple gates	0.370
compound gates	0.254
other cells	0.00587
==> metrics by stage <==
stage | hold slack, ps | instances | util
2_1_floorplan | 3230 | 126 | -
3_3_place_gp | 4220 | 190 | 0.223
3_5_place_dp | 4220 | 190 | 0.223
4_1_cts | 4220 | 190 | 0.223
5_1_grt | 4250 | 190 | 0.223
6_report | 4230 | 190 | 0.223
==> critical path: stages <==
cell	delay, ps
sky130_fd_sc_hd__clkdlybuf4s50_1	460
sky130_fd_sc_hd__nor4_2	450
sky130_fd_sc_hd__nand2_1	160
sky130_fd_sc_hd__or4_4	550
sky130_fd_sc_hd__or2_1	250
sky130_fd_sc_hd__nor3b_2	160
sky130_fd_sc_hd__clkdlybuf4s50_1	420
==> final timing paths <==
| check | end | slack [ps] | startpoint | cells past startpoint |
|---|---|---|---|---|
| min | clzout[0] | 4230 | A[7] | 3 |
| max | clzout[4] | 2360 | A[22] | 7 |
No activity file was given, so power comes from the tool's default toggle rates.
