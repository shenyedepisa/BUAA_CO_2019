`./config.mk`:
```
export PLATFORM = sky130hd
export DESIGN_NAME = load
export DESIGN_NICKNAME = load
export VERILOG_FILES = /design/flow/design.v
export SDC_FILE = /design/flow/constraint.sdc
export NUM_CORES = 4
export LEC_CHECK = 1
export CORE_AREA = 10 10 107 107
export DIE_AREA = 0 0 117 117
```
`./constraint.sdc`:
```
current_design load

set clk_period 3.2
set clk_io_pct 0.2

create_clock -name clk0 -period $clk_period

set non_clock_inputs [all_inputs -no_clocks]
set_input_delay [expr $clk_period * $clk_io_pct] -clock clk0 $non_clock_inputs
set_output_delay [expr $clk_period * $clk_io_pct] -clock clk0 [all_outputs]
```
`./design.v`:
```
`timescale 1ns / 1ps
module load(
    input [31:0] data,
    input [31:0] address,
	 input [2:0] load_sel,
    output [31:0] dataout
    );
	wire [31:0]signext_h0;
	wire [31:0]signext_h1;
	wire [31:0]zeroext_h0;
	wire [31:0]zeroext_h1;
	wire [31:0]signext_b0;
	wire [31:0]signext_b1;
	wire [31:0]signext_b2;
	wire [31:0]signext_b3;
	wire [31:0]zeroext_b0;
	wire [31:0]zeroext_b1;
	wire [31:0]zeroext_b2;
	wire [31:0]zeroext_b3;
	 assign address1 = (address[1] === 1);
	 assign address0 = (address[0] === 1);	 
	 assign signext_h0 = (data[15]===1)?{16'b1111111111111111, data[15:0]}:{16'b0000000000000000, data[15:0]};
	 assign signext_h1 = (data[31]===1)?{16'b1111111111111111, data[31:16]}:{16'b0000000000000000, data[31:16]};
	 assign signext_b0 = (data[7]===1)?{24'b111111111111111111111111, data[7:0]}:{24'b000000000000000000000000, data[7:0]};
	 assign signext_b1 = (data[15]===1)?{24'b111111111111111111111111, data[15:8]}:{24'b000000000000000000000000, data[15:8]};
	 assign signext_b2 = (data[23]===1)?{24'b111111111111111111111111, data[23:16]}:{24'b000000000000000000000000, data[23:16]};
	 assign signext_b3 = (data[31]===1)?{24'b111111111111111111111111, data[31:24]}:{24'b000000000000000000000000, data[31:24]};
	 assign zeroext_h0 = {16'b0000000000000000, data[15:0]};
	 assign zeroext_h1 = {16'b0000000000000000, data[31:16]};
	 assign zeroext_b0 = {24'b000000000000000000000000, data[7:0]};	
	 assign zeroext_b1 = {24'b000000000000000000000000, data[15:8]};
	 assign zeroext_b2 = {24'b000000000000000000000000, data[23:16]};
	 assign zeroext_b3 = {24'b000000000000000000000000, data[31:24]};
	 wire [31:0]datalb;
	 wire [31:0]datalh;
	 wire [31:0]datalbu;
	 wire [31:0]datalhu;
	 assign datalh = (address1)?signext_h1:signext_h0;
	 assign datalb = (~address1 && ~address0)?signext_b0:
						 (~address1 && address0)?signext_b1:
						 (address1 && ~address0)?signext_b2:signext_b3;
	 assign datalhu = (address1)?zeroext_h1:zeroext_h0;
	 assign datalbu = (~address1 && ~address0)?zeroext_b0:
						 (~address1 && address0)?zeroext_b1:
						 (address1 && ~address0)?zeroext_b2:zeroext_b3;	
	assign dataout = (load_sel === 1)?datalh:
						(load_sel === 2)?datalb:
						(load_sel === 3)?datalhu:
						(load_sel === 4)?datalbu:
						(load_sel === 5)?datalh:data;
endmodule
```
`./run.sh`:
```
#!/bin/bash
# OpenROAD 26Q1-2900-gdf79404cd8, Yosys 0.63+post, stock flow scripts
make -C /OpenROAD-flow-scripts/flow DESIGN_CONFIG=/design/flow/config.mk WORK_HOME=/design/flow/orfs finish
```
==> Changelog: implementation <==
### Physical design

* First-pass GRT wire length at 7.251 mm
* Complex Gates by Area at 0.4783
* Kind of end point of the critical path: output port
* Cell Type Count at 35
* Log Warnings at 62
* Port Buffers at roughly 69
* Remaining antenna violation count at 0
* Row count at 35
* Layout cells sized above 1 at 0.2176
* Critical Path AT at 2.39 ns
* Slew Viols, Final at 0
* Slew margin rel. at 0.8063
* Hold path startpoint: data[19]
* Clkbuf count at 0
* Adder share at 0
* Tcrit/Tclk final at 0.9455
* RSZ-0062 raised after global routing: no
* Synth top area cells: a21o_1, mux2_2, buf_6
* Sequential area share after synthesis at 0
* Dpl ws at -0.1400 ns
* Setup CP Type: in -> out
* All-layer global routing usage at 0.06699
* Mux area share at 0.1735
* Startpoint types: primary input
* Clock network power share at 0
* Routed wire length at between 4 and 5 mm
* Combinational power share at 1.000
* Setup TNS at 0 ns
* Cell with the most instances after synthesis: a21o_1
* Synth Area in Simple Gates at 0.2247
* Drt drc at 0
* Vias in the first global route at about 1300
* Mapped Area at 952.2 µm²
* Mapped Cells at ~130
* Fillers at 1008
* Maximum VDD drop at 0.00004473 V
* Hold Path Depth at 3
* Tmin final at 3.026 ns
* Io pins at 99
* Syn_area_per_cell at 7.381 µm²
* Most frequent cells after synthesis: a21o_1, nand2_1, a31oi_1, mux2_2, a221oi_1
* Final worst setup slack at between 0.15 and 0.2 ns
* Worst setup startpoint: address[1]
* Power Dens Cells at about 160 nW/µm²
* Die W at 117 µm
* Sw Pwr at 0.1131 mW
* Fp util at 0.1035
* Leak at roughly 0.91 nW
* Largest net degree at the start of global routing at 20
* Synthesis area per yosys at 952.2 µm²
* Hold path endpoint: dataout[19]
* Worst-path maximum fanout at 19
* Total iterations of the first detailed-routing run at 4
* Area leader, netlist: a21o_1
* Routability cong. at 0.7709
* Die area at 13690 µm²
* Internal power at 0.2116 mW
* Slew @ Worst Pin at 0.2861 ns
* CP required at 2.56 ns
* Final Hold Viols at 0
* Xor/xnor share at 0.009198
* Share of power burned in registers at 0
* Yosys Instances at 129
* Setup-failing EPs final at 0
* Maxcap violations at 0
* Gr ovfl total at 0
* Logic area at 849.6 µm²
* Core Region at 9196 µm²
* Routed wire per std cell at approximately 15 µm
* Inserted Diodes at 0
* Run status: completed
* Vias per Instance at 4.046
* Hold Path Class: in -> out
* Dominant comb cell: AND-OR/OR-AND gates
* Synthesis Warnings at 2
* Sw Ratio at 0.3482
* Reg area at 0 µm²
* Routed vias at 1323
* Post-DP HPWL at 4.206 mm
* Detailed Route Iter0 Violations at about 75
* Die Y at approximately 120 µm
* Top cell area share at 0.1813
* Initial antenna violation count at 0
* Area growth from synthesis to layout at 109.6%
* Flop count at 0
* Fmax at 330.5 MHz
[kinds of logic after synthesis]
logic type	count (synthesis)
AND-OR/OR-AND	58
XOR/XNOR	1
buffers and inverters	16
multiplexers	14
AND/OR/NAND/NOR	40
[worst max path at each step]
| stage | cells past startpoint | to |
|---|---|---|
| 6_report | 7 | dataout[12] |
| 5_1_grt | 9 | dataout[23] |
| 4_1_cts | 8 | dataout[12] |
[power by group through the flow]
stage	sequential, mW	combinational (mW)	clock (mW)
4_1_cts	0	0.329	0
5_1_grt	0	0.354	0
6_report	0	0.325	0
[metrics by stage]
stage          hold WS [ns]  power, mW    util  std cells  cell area (µm²)
3_5_place_dp          2.259     0.3241  0.2127        325             1956
3_3_place_gp          2.265     0.3228  0.2127        325             1956
5_1_grt               2.122     0.3540  0.2170        327             1996
4_1_cts               2.114     0.3294  0.2169        327             1994
6_report              2.101     0.3247  0.2170        327             1996
2_1_floorplan         1.343     0.1212       -        129            952.2
[timing repair]
item | in CTS | in global routing
hold buffers | 0 | 0
gates resized | 15 | 4
gates cloned | 0 | 0
setup endpoints to repair | 28 | 22
buffers inserted | 2 | 0
pin swaps | 1 | 0
[routing by layer]
layer / global-route usage / share of wire
met1: 0.08775 / 0.42
met2: 0.1207 / 0.52
met4: 0 / 0
met3: 0.009288 / 0.058
met5: 0 / 0
[layout make-up]
| cell class | count | area share |
|---|---|---|
| inverters | 2 | 0.003762 |
| multi-input cells | 113 | 0.4257 |
| well taps | 111 | 0.06959 |
| repair buffers | 101 | 0.5009 |
[critical path: stages]
cell and delay [ns]:
dlygate4sd2_1 0.28, buf_12 0.18, mux2_2 0.38, a221oi_1 0.25, a31oi_1 0.07, a21o_1 0.15, clkdlybuf4s50_1 0.42
[cells in the final DEF, fill, tap and decap left out, types with 2 or more instances in the layout]
master	instances
inv_1	2
a21oi_1	2
clkdlybuf4s50_1	59
buf_4	22
nand2_1	17
a221oi_1	7
mux2_2	7
nand3_1	2
a22oi_1	2
a311o_1	2
nor2_1	5
a31oi_1	9
a21o_1	23
nor2b_1	5
o221a_1	3
mux2i_1	3
a32o_1	2
mux2_1	2
nand2b_1	5
o311ai_1	2
dlygate4sd2_1	8
buf_12	5
buf_6	5
Power figures rest on the tool's default switching activity, not on a simulated workload.
